$ cat design.v
module huffman(clk, reset, gray_valid, gray_data, CNT_valid, CNT1, CNT2, CNT3, CNT4, CNT5, CNT6,
    code_valid, HC1, HC2, HC3, HC4, HC5, HC6, M1, M2, M3, M4, M5, M6);
input clk;
input reset;
input gray_valid;
input [7:0] gray_data;
output reg CNT_valid;
output reg [7:0] CNT1, CNT2, CNT3, CNT4, CNT5, CNT6;
output reg code_valid;
output reg [7:0] HC1, HC2, HC3, HC4, HC5, HC6;
output reg [7:0] M1, M2, M3, M4, M5, M6;
integer i; 
reg [2:0] CURRENT, NEXT;
parameter [2:0]  IDLE = 3'd0,
                            COUNT = 3'd1,
                            COUNT_OUT = 3'd2,
                            SORT = 3'd3,
                            COMBINE = 3'd4,
                            SPLIT = 3'd5,
                            OUT = 3'd6;
parameter [7:0] A1 = 8'h1,
                A2 = 8'h2,
                A3 = 8'h3, 
                A4 = 8'h4,
                A5 = 8'h5,
                A6 = 8'h6;
reg [7:0] Symbol_cnt[8:0]; 
wire sort_start;
assign sort_start = (CURRENT == SORT);
reg [3:0] c0_arr[5:0];
reg [2:0] cnt_ind, cnt_turn;
reg sort_done;
reg [2:0] max_ind;
wire combine_start;
assign combine_start = (CURRENT == COMBINE);
reg [3:0] c1_arr[4:0], c2_arr[3:0], c3_arr[2:0], c4_arr[1:0]; 
reg [1:0] cnt;
wire combine_done;
assign combine_done = (cnt == 2'd3);
reg split_done;
wire split_start;
assign split_start = (CURRENT == SPLIT);
reg [7:0] H[5:0], M[5:0], m;
reg D[5:0]; 
reg [2:0] split_state, next_state, last_state, last_state2;
reg shift_add;
always @(posedge clk or posedge reset) begin
    if (reset) begin
        CNT1 <= 0;
        CNT2 <= 0;
        CNT3 <= 0;
        CNT4 <= 0;
        CNT5 <= 0;
        CNT6 <= 0;
    end
    else if (gray_valid) begin
        case(gray_data)
            A1: CNT1 <= CNT1 + 1;
            A2: CNT2 <= CNT2 + 1;
            A3: CNT3 <= CNT3 + 1;
            A4: CNT4 <= CNT4 + 1;
            A5: CNT5 <= CNT5 + 1;
            A6: CNT6 <= CNT6 + 1;
        endcase
    end
end
always@(posedge clk or posedge reset) begin
    if(reset)  CURRENT <= IDLE;
    else       CURRENT <= NEXT;
end
always@(*)begin
    case(CURRENT)
        IDLE: begin
            if(gray_valid) NEXT = COUNT;
            else NEXT = IDLE;
        end
        COUNT: begin
            if(~gray_valid) NEXT = COUNT_OUT;
            else NEXT = COUNT;
        end
        COUNT_OUT: NEXT = SORT;
        SORT: begin
            if(sort_done) NEXT = COMBINE;
            else NEXT = SORT;
        end
        COMBINE: begin
            if(combine_done) NEXT = SPLIT;
            else NEXT = COMBINE;
        end
        SPLIT: begin
            if(split_done) NEXT = OUT;
            else NEXT = SPLIT;
        end
        OUT: begin
            NEXT = IDLE;
        end
    endcase
end
always@(posedge clk or posedge reset)begin
    if(reset)begin
        CNT_valid <= 0;
        code_valid <= 0;
    end
    else begin
        if(CURRENT==COUNT_OUT) begin
            CNT_valid <= 1;
        end
        else if (CURRENT == OUT) begin
            HC1 <= H[0];
            HC2 <= H[1];
            HC3 <= H[2];
            HC4 <= H[3];
            HC5 <= H[4];
            HC6 <= H[5];
            M1 <= M[0];
            M2 <= M[1];
            M3 <= M[2];
            M4 <= M[3];
            M5 <= M[4];
            M6 <= M[5];
            code_valid <= 1;
        end
        else begin
            CNT_valid <= 0;
            code_valid <= 0;
        end
    end
end
always@(posedge clk or posedge reset)begin
    if(reset)begin
        c0_arr[0] <= 3'd0;
        c0_arr[1] <= 3'd1;
        c0_arr[2] <= 3'd2;
        c0_arr[3] <= 3'd3;
        c0_arr[4] <= 3'd4;
        c0_arr[5] <= 3'd5;
        cnt_ind <= 3'b1;
        cnt_turn <= 3'b0;
        max_ind <= 3'b0;
        sort_done <= 0;
    end
    else begin
        if(sort_start)begin
            if(cnt_turn == 3'd5) begin
                sort_done <= 1;
            end
            else begin
                if(cnt_ind == 3'd6) begin
                    cnt_ind <= cnt_turn+2;
                    cnt_turn <= cnt_turn + 3'd1;
                    max_ind <= cnt_turn+1;
                    c0_arr[cnt_turn] <= c0_arr[max_ind];
                    c0_arr[max_ind] <= c0_arr[cnt_turn];
                end
                else begin               
                    cnt_ind <= cnt_ind + 3'd1;
                    if(Symbol_cnt[c0_arr[cnt_ind]]== Symbol_cnt[c0_arr[max_ind]] && c0_arr[cnt_ind]<c0_arr[max_ind])
                        max_ind <= cnt_ind;
                    else if(Symbol_cnt[c0_arr[cnt_ind]]>Symbol_cnt[c0_arr[max_ind]])
                        max_ind <= cnt_ind;
                end
            end 
        end
    end
end
reg [2:0] C1_1, C1_2, C2_1, C2_2;
always @(posedge clk or posedge reset) begin
    if (reset) begin
        cnt <= 2'b0;
    end
    else if (combine_start) begin
        cnt <= cnt + 2'b1;
    end
end
parameter C1 = 4'd6,
          C2 = 4'd7,
          C3 = 4'd8,
          C4 = 4'd9;
always@(posedge clk or posedge reset)begin
    if(reset)begin
        c1_arr[0] <= 0;
        c1_arr[1] <= 0;
        c1_arr[2] <= 0;
        c1_arr[3] <= 0;
        c1_arr[4] <= 0;
        c2_arr[0] <= 0;
        c2_arr[1] <= 0;
        c2_arr[2] <= 0;
        c2_arr[3] <= 0;
        c3_arr[0] <= 0;
        c3_arr[1] <= 0;
        c3_arr[2] <= 0;
        c4_arr[0] <= 0;
        c4_arr[1] <= 0;
        C1_1 <= 0;
        C1_2 <= 0;
        C2_1 <= 0;
        C2_2 <= 0;
         for(i = 0; i < 10; i = i + 1)
            Symbol_cnt[i] <= 8'd0;
    end
    else begin
         if(CURRENT==COUNT_OUT) begin
            Symbol_cnt[0] <= CNT1;
            Symbol_cnt[1] <= CNT2;
            Symbol_cnt[2] <= CNT3;
            Symbol_cnt[3] <= CNT4;
            Symbol_cnt[4] <= CNT5;
            Symbol_cnt[5] <= CNT6;
        end
        else begin
            case(cnt)
                2'd0:begin
                    Symbol_cnt[C1] <= Symbol_cnt[c0_arr[4]]+Symbol_cnt[c0_arr[5]];
                    C1_1 <= c0_arr[4];
                    C1_2 <= c0_arr[5];
                    if(Symbol_cnt[c0_arr[4]]+Symbol_cnt[c0_arr[5]] > Symbol_cnt[c0_arr[3]])begin
                        if(Symbol_cnt[c0_arr[4]]+Symbol_cnt[c0_arr[5]] > Symbol_cnt[c0_arr[2]])begin
                            c1_arr[2] <= C1;
                            c1_arr[3] <= c0_arr[2];
                            c1_arr[4] <= c0_arr[3];  
                        end
                        else begin
                            c1_arr[2] <= c0_arr[2];
                            c1_arr[3] <= C1;
                            c1_arr[4] <= c0_arr[3];    
                        end
                    end
                    else begin
                        c1_arr[2] <= c0_arr[2];
                        c1_arr[3] <= c0_arr[3];
                        c1_arr[4] <= C1;
                    end
                    c1_arr[0] <= c0_arr[0];
                    c1_arr[1] <= c0_arr[1];
                end
                2'd1:begin
                    Symbol_cnt[C2] <= Symbol_cnt[c1_arr[3]]+Symbol_cnt[c1_arr[4]];
                    C2_1 <= c1_arr[3];
                    C2_2 <= c1_arr[4];
                    if(Symbol_cnt[c1_arr[3]]+Symbol_cnt[c1_arr[4]] > Symbol_cnt[c1_arr[2]])begin
                        c2_arr[2] <= C2;
                        c2_arr[3] <= c1_arr[2];
                    end
                    else begin
                        c2_arr[2] <= c1_arr[2];
                        c2_arr[3] <= C2;
                    end 
                    c2_arr[0] <= c1_arr[0];
                    c2_arr[1] <= c1_arr[1];
                end
                2'd2:begin
                    Symbol_cnt[C3] <= Symbol_cnt[c2_arr[2]]+Symbol_cnt[c2_arr[3]];
                    if(Symbol_cnt[c2_arr[2]]+Symbol_cnt[c2_arr[3]] > Symbol_cnt[c2_arr[1]])begin
                        c3_arr[1] <= C3;
                        c3_arr[2] <= c2_arr[1];
                    end
                    else begin
                        c3_arr[1] <= c2_arr[1];
                        c3_arr[2] <= C3;
                    end 
                    c3_arr[0] <= c2_arr[0];
                end
                2'd3:begin
                    if(Symbol_cnt[c3_arr[1]]+Symbol_cnt[c3_arr[2]] > Symbol_cnt[c3_arr[0]])begin
                        c4_arr[0] <= C4;
                        c4_arr[1] <= c3_arr[0];
                    end
                    else begin
                        c4_arr[0] <= c3_arr[0];
                        c4_arr[1] <= C4;
                    end 
                end
            endcase
        end
    end
end
parameter [2:0] C4_split = 3'd0,
                C3_split = 3'd1,
                C2_split = 3'd2,
                C1_split = 3'd3,
                C0_split = 3'd4,
                shift = 3'd5,
                wait_state = 3'd6,
                idle = 3'd7;
parameter [2:0] shift1 = 3'd0,
                shift2 = 3'd1,
                shift3 = 3'd2,
                shift4 = 3'd3,
                shift5 = 3'd4,
                shift6 = 3'd5,
                shift_idle = 6'd6;
reg [2:0] shift_state, shift_next_state;
always@(posedge clk or posedge reset)begin
    if(reset) begin
        split_state <= idle;
    end
    else begin
        split_state <= next_state;
    end
end
always@(*)begin
    case(split_state)
        idle: begin
            if(split_start & ~split_done)
                next_state = C4_split;
            else next_state = idle;
        end
        shift: begin
            if(shift_state == shift6)begin
                if(last_state != C0_split)
                    next_state = last_state + 1;
                else next_state = idle; 
            end
            else next_state = shift;
        end
        wait_state: next_state = shift;
        default: begin
            next_state = wait_state;
        end
    endcase
end
always@(posedge clk or posedge reset)begin
    if(reset) begin
        shift_state <= shift_idle;
    end
    else begin
        shift_state <= shift_next_state;
    end
end
always@(*)begin
    case(shift_state)
        shift_idle: begin
            if(split_state == shift)
                shift_next_state = shift1;
            else
                shift_next_state = shift_state;
        end
        default: shift_next_state = shift_state + 1;
    endcase
end
reg [2:0] mask_v;
reg non_shift;
always @(posedge clk or posedge reset) begin
    if (reset) begin
        m <= 1;
        shift_add <= 0;
        split_done <= 0;
        non_shift <= 0;
        mask_v <= 0;
        for (i=0; i<6; i = i+1) begin
            M[i] <= 0;
            D[i] <= 0; 
            H[i] <= 0; 
        end
    end
    else if (split_start) begin
        case(split_state)
            C4_split:begin
                if(c4_arr[0]!=C4) begin
                    shift_add <= 1;
                    M[c4_arr[0]] <= m;
                    mask_v <= c4_arr[0];
                end
                else begin
                    shift_add <= 0;
                    M[c4_arr[1]] <= m;
                    mask_v <= c4_arr[1];
                end 
                last_state <= C4_split;
            end
            C3_split:begin
                if(!shift_add)
                    H[mask_v] <= H[mask_v] + 1;
                if(c3_arr[1]!=C3) begin
                    shift_add <= 1;
                    M[c3_arr[1]] <= m;
                    mask_v <= c3_arr[1];
                end
                else begin
                    shift_add <= 0;
                    M[c3_arr[2]] <= m;
                    mask_v <= c3_arr[2];
                end 
                last_state <= C3_split;
            end
            C2_split:begin
                if(!shift_add)
                    H[mask_v] <= H[mask_v] + 1;
                if(c2_arr[2]!=C2) begin
                    shift_add <= 1;
                    M[c2_arr[2]] <= m;
                    mask_v <= c2_arr[2];
                end
                else begin
                    shift_add <= 0;
                    if(c2_arr[3]!=C1)
                        M[c2_arr[3]] <= m;
                    else begin
                        M[C1_1] <= m;
                        M[C1_2] <= m;
                    end
                    mask_v <= c2_arr[3];
                end 
                last_state <= C2_split;
            end
            C1_split:begin
                if(!shift_add)begin
                    if(mask_v == C1)begin
                        H[C1_1] <= H[C1_1] + 1;
                        H[C1_2] <= H[C1_2] + 1;
                    end
                    else
                        H[mask_v] <= H[mask_v] + 1;
                end
                if(c1_arr[4]==C1) begin
                    shift_add <= 1;
                    M[c1_arr[3]] <= m;
                    mask_v <= c1_arr[3];
                end
                else if(c1_arr[3]==C1)begin
                    shift_add <= 0;
                    M[c1_arr[4]] <= m;
                    mask_v <= c1_arr[4];
                end 
                else begin
                    shift_add <= 0;
                    if(c1_arr[2]!=C1)
                        M[c1_arr[2]] <= m;
                    else begin
                        M[C2_1] <= m;
                        M[C2_2] <= m;
                    end
                    mask_v <= c1_arr[2];
                end
                last_state <= C1_split;
            end
            C0_split:begin
                if(!shift_add)begin
                    if(mask_v == C1)begin
                        M[C1_1] <= m;
                        M[C1_2] <= m;
                        if(Symbol_cnt[C2_1]<Symbol_cnt[C2_2])
                            H[C2_1] <= H[C2_1] + 1;
                        else
                            H[C2_2] <= H[C2_2] + 1;
                    end
                    else
                        H[mask_v] <= H[mask_v] + 1;
                end
                if(Symbol_cnt[c0_arr[4]]<Symbol_cnt[c0_arr[5]]) begin
                    shift_add <= 1;
                    if(M[c0_arr[5]]!=0)
                        non_shift <= 1;
                     M[c0_arr[5]] <= m;
                    mask_v <= c0_arr[5];
                end
                else begin
                    shift_add <= 1;
                     if(M[c0_arr[4]]!=0)
                        non_shift <= 1;
                    mask_v <= c0_arr[4];
                    M[c0_arr[4]] <= m;
                end 
                last_state <= C0_split;
            end
            shift: begin
                if(shift_state == shift6)begin
                    if(mask_v!=C1)begin
                        D[mask_v] <= 1;
                        m <= {m[6:0],1'b1};
                    end
                    else begin
                        if(last_state == C1_split)begin
                            D[C2_1] <= 1;
                            D[C2_2] <= 1;
                        end
                        else
                            m <= {m[6:0],1'b1};
                    end
                    if(mask_v == c0_arr[4])
                        M[c0_arr[5]] <= m;
                    else if (mask_v == c0_arr[5])
                        M[c0_arr[4]] <= m;
                    if(last_state == C0_split)
                        split_done <= 1;
                end
            end
            idle: begin
                if(last_state != idle)begin
                    if(non_shift)begin
                        if(Symbol_cnt[C1_1]>Symbol_cnt[C1_2])
                            H[C1_2] <= H[C1_2] + 1;
                        else
                            H[C1_1] <= H[C1_1] + 1;
                    end
                end
            end
        endcase
         case(shift_state)
            shift1: begin
                if(M[0] == 0) begin
                    if(shift_add)
                        H[0] <= {H[0][6:0], 1'b1};
                    else
                        H[0] <= {H[0][6:0], 1'b0};
                end
                else if(D[0]== 0) begin
                    if(mask_v == C1 && last_state == C1_split)
                        H[0] <= H[0];
                    else 
                        H[0] <= {H[0][6:0], 1'b0} ;
                end
            end
            shift2: begin
                if(M[1] == 0) begin
                    if(shift_add)
                        H[1] <= {H[1][6:0], 1'b1};
                    else
                        H[1] <= {H[1][6:0], 1'b0};
                end
                else if(D[1]== 0) begin
                    if(mask_v == C1 && last_state == C1_split)
                        H[1] <= H[1];
                    else 
                        H[1] <= {H[1][6:0], 1'b0};
                end
            end
            shift3: begin
                if(M[2] == 0) begin
                    if(shift_add)
                        H[2] <= {H[2][6:0], 1'b1};
                    else
                        H[2] <= {H[2][6:0], 1'b0};
                end
                else if(D[2]== 0) begin
                    if(mask_v == C1 && last_state == C1_split)
                        H[2] <= H[2];
                    else 
                        H[2] <= {H[2][6:0], 1'b0};
                end
            end
            shift4: begin
                if(M[3] == 0) begin
                    if(shift_add)
                        H[3] <= {H[3][6:0], 1'b1};
                    else
                        H[3] <= {H[3][6:0], 1'b0};
                end
                else if(D[3]== 0) begin
                    if(mask_v == C1 && last_state == C1_split)
                        H[3] <= H[3];
                    else 
                        H[3] <= {H[3][6:0], 1'b0};
                end
            end
            shift5: begin
                if(M[4] == 0) begin
                    if(shift_add)
                        H[4] <= {H[4][6:0], 1'b1};
                    else
                        H[4] <= {H[4][6:0], 1'b0};
                end
                else if(D[4]== 0) begin
                    if(mask_v == C1 && last_state == C1_split)
                        H[4] <= H[4];
                    else 
                        H[4] <= {H[4][6:0], 1'b0};
                end
            end
            shift6: begin
                if(M[5] == 0) begin
                    if(shift_add)
                        H[5] <= {H[5][6:0], 1'b1};
                    else
                        H[5] <= {H[5][6:0], 1'b0};
                end
                else if(D[5]== 0) begin
                    if(mask_v == C1 && last_state == C1_split)
                        H[5] <= H[5];
                    else 
                        H[5] <= {H[5][6:0], 1'b0};
                end
            end
        endcase
    end
end
endmodule
$ cat run.sh
#!/bin/bash
# OpenROAD 26Q1-2900-gdf79404cd8, Yosys 0.63+post, stock flow scripts
make -C /OpenROAD-flow-scripts/flow DESIGN_CONFIG=/design/flow/config.mk WORK_HOME=/design/flow/orfs finish
$ cat config.mk
export PLATFORM = sky130hd
export DESIGN_NAME = huffman
export DESIGN_NICKNAME = huffman
export VERILOG_FILES = /design/flow/design.v
export SDC_FILE = /design/flow/constraint.sdc
export NUM_CORES = 4
export LEC_CHECK = 1
export CORE_UTILIZATION = 30
$ cat constraint.sdc
current_design huffman

set clk_period 18.8
set clk_io_pct 0.2

create_clock -name clk0 -period $clk_period [get_ports {clk}]

set non_clock_inputs [all_inputs -no_clocks]
set_input_delay [expr $clk_period * $clk_io_pct] -clock clk0 $non_clock_inputs
set_output_delay [expr $clk_period * $clk_io_pct] -clock clk0 [all_outputs]
==> run summary <==
impl run done, here's what came out: vias 50357, initial antenna violation count 15, P_leak 19.3 nW, most frequent cells in the layout nand2_1 (711), nor2_1 (512), o21ai_0 (467), largest net degree at the start of global routing 111, clock slew at reported path FFs 0.06 ns, Final Critical Period 6.32 ns, Placed Cells incl. Taps 7554, Vias/cell 6.56, Final Wtd Congestion 1.08, first-pass iteration count of the detailed router 10, gr ovfl total 0, most numerous logic cell after layout nand2_1, Non-Filler Instances 7671, std cell rows 140, Max Cap Viol 0, drt total wl 260000 µm, Max Clock Freq 0.158 GHz, Mean Syn Cell Area 7.73 µm², period utilization 33.6%, Post-CTS Hold Fix Bufs 0, crit end category register, final slew viol count 0, Worst VDD drop 0.000118 V, per-cell routed wire length 33.9 µm, CORE AREA 146000 µm², most used flip-flop cell dfrtp_1, Hold/Removal Path Class register to register, Area Overhead vs Synth 13.9%, async set-reset flop share out of synthesis 76.7%, synth warn 10, Die Area 149000 µm², Synth cell types 113, Post-Syn Area 44300 µm², total negative slack 0 ns, total power 0.00463 W, CTS H-tree lvls 2, endpoints left unconstrained 6, worst-margin pin slew 1.09 ns, ANT nets after route 0, # Cells Yosys 5732, die width 386 µm, Setup crit start kind primary input, die height 386 µm, final hold vios 0, top cells by area dfrtp_1 (19%), edfxtp_1 (6.5%), nand2_1 (6.0%), Post-CTS Resized 0, Post-synth EDFFs 96, Top cell area share 19.0%, Synth Instances 5732, Seq cells post-synth 455, drt drc 0, CP required 19.40 ns, IO buf count 156, fp util 30.3%, RSZ-0062 raised after global routing false, outcome complete, no violations, Final HPWL DP 176000 µm, relative slew slack 27.0%, post-CTS setup buffer count 0, CTS tree yes, global-route wire length before repair 362000 µm, clk ins delay skew pair 0.73 ns, post-synth area from yosys stat 44300 µm², ratio of cells with drive above 1 in the final layout 12.6%, Pwr per Cell Area 91.7 nW/µm², CTS root buffer clkbuf_16, count of final setup violators 0, number of global-route vias before repair 46601, drt initial violations 6846, Global Route Usage Sum 35.0%, Worst EP arrival 6.92 ns, Setup Skew 0.0518 ns, worst-path maximum fanout 5, clock buffer depth 3, Num CTS Buffers 58, register pins left without a clock 3, area leader, netlist dfrtp_1, crit path kind primary input to register, count of tool warnings 45, IO Pins 157
## worst paths after layout
path                                     startpoint                           end  slack (ns)  cells past startpoint
min in group asynchronous                     reset  Symbol_cnt[6][0]$_DFFE_PP0P_        3.71                      2
min                        c2_arr[0][3]$_DFFE_PP0P_      c3_arr[0][3]$_DFFE_PP0P_        0.47                      2
min reg2reg                c2_arr[0][3]$_DFFE_PP0P_      c3_arr[0][3]$_DFFE_PP0P_        0.47                      2
max in group asynchronous                     reset  Symbol_cnt[7][0]$_DFFE_PP0P_       13.82                      3
max reg2reg                     C1_2[0]$_DFFE_PP0P_           H[5][6]$_DFFE_PP0P_       12.48                     18
max                                    gray_data[5]           CNT1[7]$_DFFE_PP0P_       12.48                      9
## synthesized netlist by cell type, types with 19 or more instances
master and count:
a22oi_1 117, ha_1 127, a22o_1 49, nand2_1 711, mux4_2 46, nand4_1 26, mux2i_1 216, or3_1 23
nand3b_1 23, buf_2 47, nor3_1 119, and3_1 32, xnor2_1 74, o31ai_1 30, o211ai_1 65, nor4_1 22
o221ai_1 55, a222oi_1 25, o21bai_1 20, nand3_1 130, a31oi_1 77, o22ai_1 106, a21oi_1 451, a211oi_1 84
buf_1 57, xor2_1 55, buf_4 19, nand2b_1 75, inv_1 140, a32oi_1 23, and2_1 42, a21o_1 46
edfxtp_1 96, mux2_2 135, o21a_1 24, nor2b_1 80, dfrtp_1 336, a221oi_1 102, nor2_1 515, a221o_1 26
clkbuf_1 443, o21ai_0 469
## worst max-delay path, stage by stage
cell and delay, ns:
clkdlybuf4s50_1 0.39, or4_1 0.50, or3_1 0.63, or2_2 0.44
nor3b_2 0.49, nand4_1 0.22, nor2_1 0.22, nand3_1 0.12
xnor2_1 0.14
## sequential cells by signal, summed over array words and instances (netlist names), 12 cells and up, named ones only
name,count
Symbol_cnt,72
H,48
c1_arr,20
c2_arr,16
c0_arr,24
M,48
c3_arr,12
## final cells by class
cell class	instances	area [µm²]
inverter	151	574
antenna	11	27.5
timing repair buffer	484	4040
fill	15103	95600
tap	1917	2400
clock buffer	70	1530
clock inverter	36	500
multi-input combinational	4547	29600
sequential	455	11800
## routing by layer
| layer | vias to the layer above | wire [µm] | global-route usage, % |
|---|---|---|---|
| met2 | 3683 | 108000 | 50.0 |
| met3 | 1270 | 30600 | 11.5 |
| met4 | 18 | 25300 | 25.8 |
| li1 | 21288 | - | - |
| met1 | 24098 | 95500 | 44.0 |
| met5 | - | 217 | 0.617 |
## where the power goes
| group | switching (W) | internal, W | leakage [nW] |
|---|---|---|---|
| Sequential | 0.0000863 | 0.00104 | 5.52 |
| Combinational | 0.00156 | 0.000713 | 12.8 |
| Clock | 0.000517 | 0.000708 | 0.977 |
| Total | 0.00217 | 0.00246 | 19.3 |
## metrics by stage
step	cell area, µm²	setup WS (ns)	utilization, %	hold WS, ns
final	50500	12.48	34.6	0.469
after global routing	50500	12.23	34.6	0.482
after CTS	50500	12.45	34.5	0.470
after detailed placement	48400	11.69	33.2	0.454
after global placement	48400	11.63	33.2	0.454
after floorplan	44300	5.38	-	0.420
## logic make-up after synthesis
| group | count (synthesis) | synth area share (%) |
|---|---|---|
| buffers and inverters | 730 | 6.68 |
| adder cells (fa/ha/maj) | 132 | 3.79 |
| AND/OR/NAND/NOR | 1891 | 19.6 |
| multiplexers | 399 | 10.7 |
| XOR/XNOR | 135 | 2.79 |
| AND-OR/OR-AND | 1990 | 29.8 |
| flip-flops | 452 | 26.6 |
| latches | 3 | 0.102 |
No activity file was given, so power comes from the tool's default toggle rates.

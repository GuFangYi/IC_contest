### config.mk
export PLATFORM = sky130hd
export DESIGN_NAME = CONV
export DESIGN_NICKNAME = CONV
export VERILOG_FILES = /design/flow/design.v
export SDC_FILE = /design/flow/constraint.sdc
export NUM_CORES = 4
export LEC_CHECK = 1
export CORE_UTILIZATION = 50
### constraint.sdc
current_design CONV

set clk_period 16.1
set clk_io_pct 0.2

create_clock -name clk0 -period $clk_period [get_ports {clk}]

set non_clock_inputs [all_inputs -no_clocks]
set_input_delay [expr $clk_period * $clk_io_pct] -clock clk0 $non_clock_inputs
set_output_delay [expr $clk_period * $clk_io_pct] -clock clk0 [all_outputs]
### design.v
`timescale 1ns/10ps
module  CONV(
	input		clk,
	input		reset,
	output		reg busy,	
	input		ready,	
	output	reg [12-1:0]	iaddr,
	input	[20-1:0]	idata,	
	output	reg 	cwr,
	output	reg [12-1:0] 	caddr_wr,
	output	wire [20-1:0] 	cdata_wr,
	output	reg 	crd,
	output	reg [12-1:0] 	caddr_rd,
	input	[20-1:0] 	cdata_rd,
	output	reg [3-1:0] 	csel
	);
reg [3:0] CURRENT, NEXT;
parameter IDLE = 4'd0,
		  L0_K0_READ = 4'd1,
		  L0_K0_WRITE = 4'd2,
		  L0_K1_READ = 4'd3,
		  L0_K1_WRITE = 4'd4,
		  L1_K0_READ = 4'd5,
		  L1_K0_WRITE = 4'd6,
		  L1_K1_READ = 4'd7,
		  L1_K1_WRITE = 4'd8,
		  L2 	= 4'd9;
wire signed [20-1:0] conv_output;
wire conv_done;
wire signed [20-1:0] max_output;
wire max_done;
reg L0_enable;
reg L1_enable;
reg [6-1:0] indY, indX;
reg sel_kernal;
wire add_ind;
assign add_ind = (CURRENT == L2)&sel_kernal;
always @(posedge clk or posedge reset) begin
	if(reset) begin
		CURRENT <= IDLE;
	end else begin
		if(busy)
			CURRENT <= NEXT;
	end
end
always@(*)begin
	case (CURRENT)
		IDLE : begin
			NEXT = L0_K0_READ;
		end
		L0_K0_READ : begin
			if (conv_done) 
				NEXT = L0_K0_WRITE;
			else 	
				NEXT = L0_K0_READ;
		end
		L0_K0_WRITE : begin
			if(indX == 6'd63 && indY == 6'd63)
				NEXT = L0_K1_READ;
			else
				NEXT = L0_K0_READ;
		end
		L0_K1_READ : begin
			if (conv_done) 
				NEXT = L0_K1_WRITE;
			else 	
				NEXT = L0_K1_READ;
		end
		L0_K1_WRITE : begin
			if(indX == 6'd63 && indY == 6'd63)
				NEXT = L1_K0_READ;
			else
				NEXT = L0_K1_READ;
		end
		L1_K0_READ : begin
			if (max_done) 
				NEXT = L1_K0_WRITE;
			else 	
				NEXT = L1_K0_READ;
		end
		L1_K0_WRITE : begin
				NEXT = L2;
		end
		L1_K1_READ : begin
			if (max_done) 
				NEXT = L1_K1_WRITE;
			else 	
				NEXT = L1_K1_READ;
		end
		L1_K1_WRITE : begin
				NEXT = L2;
		end
		L2 	  : begin
			if(indX == 6'd62 && indY == 6'd62 && add_ind)
				NEXT = IDLE;
			else begin
				if(~sel_kernal)
					NEXT = L1_K1_READ;
				else
					NEXT = L1_K0_READ;
			end
		end
		default : begin
			NEXT = IDLE;
		end
	endcase
end
reg [3:0] kernal_counter;
always @(posedge clk or posedge reset) begin  
	if(reset) begin
		kernal_counter <= 4'b0;
	end else begin
		if(cwr) 
			kernal_counter <= 4'b0;
		else begin
			if(crd) 
				kernal_counter <= kernal_counter + 4'd1;
		end
	end
end
wire [6-1:0] indY_B, indY_A, indX_B, indX_A;
assign indY_B = indY - 6'b1;
assign indY_A = indY + 6'b1;
assign indX_B = indX - 6'b1;
assign indX_A = indX + 6'b1;
reg sys_done;
always @(posedge clk or posedge reset) begin 
	if(reset) begin
		indX <= 6'b0;
		indY <= 6'b0;
		sys_done <= 0;
	end else begin
		if(CURRENT == L0_K0_WRITE || CURRENT == L0_K1_WRITE)begin
			if(indX == 6'd63)begin
				indX <= 6'b0;
				if(indY == 6'd63)
					indY <= 6'b0;
				else
					indY <= indY + 6'd1;
			end
			else indX <= indX + 6'd1;
		end
		else if(add_ind)begin
			if(indX == 6'd62)begin
				indX <= 6'b0;
				if(indY == 6'd62)begin
					indY <= 6'b0;
					sys_done <= 1;
				end
				else
					indY <= indY + 6'd2;
			end
			else indX <= indX + 6'd2;
		end
	end
end
always@(posedge clk or posedge reset) begin
	if(reset) iaddr = 12'd0;
	else begin
			case (kernal_counter)
				4'd0: iaddr = {indY_B, indX_B};
				4'd1: iaddr = {indY_B, indX};
				4'd2: iaddr = {indY_B, indX_A};
				4'd3: iaddr = {indY, indX_B};
				4'd4: iaddr = {indY, indX};
				4'd5: iaddr = {indY, indX_A};
				4'd6: iaddr = {indY_A, indX_B};
				4'd7: iaddr = {indY_A, indX};
				4'd8: iaddr = {indY_A, indX_A};
				default : iaddr = 12'b0;
			endcase
	end
end
reg [20-1:0] conv_input;
reg zero;
always@(posedge clk or posedge reset)begin
	if(reset) zero <= 0;
	else begin
		case (kernal_counter)
			4'd0: zero <= (indX == 0 || indY == 0);
			4'd1: zero <= (indY == 0);
			4'd2: zero <= (indX == 6'd63 || indY == 0);
			4'd3: zero <= (indX == 0);
			4'd4: zero <= 0;
			4'd5: zero <= (indX == 6'd63);
			4'd6: zero <= (indX == 0 || indY ==6'd63);
			4'd7: zero <= (indY == 6'd63);
			4'd8: zero <= (indX == 6'd63 || indY == 6'd63);
			default : zero <= 0;
		endcase
	end
end
always@(posedge clk or posedge reset)begin
	if(reset)
		conv_input = 20'b0;
	else begin
		conv_input = zero? 20'b0: idata;
	end
end
always@(posedge clk or posedge reset) begin
	if(reset) caddr_rd = 12'd0;
	else begin
			case (kernal_counter)
				4'd0: caddr_rd = {indY, indX};
				4'd1: caddr_rd = {indY, indX_A};
				4'd2: caddr_rd = {indY_A, indX};
				4'd3: caddr_rd = {indY_A, indX_A};
				default : caddr_rd = 12'b0;
			endcase
	end
end
always @(posedge clk or posedge reset) begin
	if(reset) begin
		busy <= 0;
	end else begin
		if(ready) busy <= 1;
		else if (sys_done) busy <= 0;
	end
end
always@(CURRENT)begin
	case (CURRENT)
		IDLE : begin
			L0_enable = 1'b0;
			L1_enable = 1'b0;
			csel = 3'b000;
			crd = 0;
			cwr = 0;
		end
		L0_K0_READ : begin
			L0_enable = 1'b1;
			L1_enable = 1'b0;
			csel = 3'b001;  
			crd = 1;
			cwr = 0;
		end
		L0_K0_WRITE : begin
			L0_enable = 1'b0;
			L1_enable = 1'b0;
			csel = 3'b001;
			crd = 0;
			cwr = 1;
		end
		L0_K1_READ : begin
			L0_enable = 1'b1;
			L1_enable = 1'b0;
			csel = 3'b000;  
			crd = 1;
			cwr = 0;
		end
		L0_K1_WRITE : begin
			L0_enable = 1'b0;
			L1_enable = 1'b0;
			csel = 3'b010;
			crd = 0;
			cwr = 1;
		end
		L1_K0_READ : begin
			L0_enable = 1'b0;
			L1_enable = 1'b1;
			csel = 3'b001; 
			crd = 1;
			cwr = 0;
		end
		L1_K0_WRITE : begin
			L0_enable = 1'b0;
			L1_enable = 1'b0;
			csel = 3'b011;
			crd = 0;
			cwr = 1;
		end
		L1_K1_READ : begin
			L0_enable = 1'b0;
			L1_enable = 1'b1;
			csel = 3'b010;
			crd = 1;
			cwr = 0;
		end
		L1_K1_WRITE : begin
			L0_enable = 1'b0;
			L1_enable = 1'b0;
			csel = 3'b100;
			crd = 0;
			cwr = 1;
		end
		default : begin  
			L0_enable = 1'b0;
			L1_enable = 1'b0;
			csel = 3'b101;
			crd = 0;
			cwr = 1;
		end
	endcase
end
always@(*)begin
	case(CURRENT)
		L0_K0_WRITE: caddr_wr = {indY, indX};
		L0_K1_WRITE: caddr_wr = {indY, indX};
		L1_K0_WRITE: caddr_wr = {indY[6-1:1], indX[6-1:1]};
		L1_K1_WRITE: caddr_wr = {indY[6-1:1], indX[6-1:1]};
		L2: begin
			if(~sel_kernal)
					caddr_wr = {indY[6-1:1], indX};
				else
					caddr_wr = {indY[6-1:1], indX}+12'b1;
		end
		default: caddr_wr = 12'b0;
	endcase
end
assign cdata_wr = (csel>3'b010) ? max_output : conv_output;
always@(posedge clk or posedge reset)begin
	if(reset) sel_kernal = 1'b0;
	else begin
		if(csel[0])
			sel_kernal = 1'b0;
		else sel_kernal = 1'b1;
	end
end
reg [20-1:0] max_input;
always @(posedge clk or posedge reset) begin
	if(reset) begin
		max_input <= 0;
	end else begin
		max_input <= cdata_rd;
	end
end
convolution conv_unit(
	.clk(clk),     
	.clk_en(L0_enable),  
	.sel_kernal(~csel[0]),
	.counter(kernal_counter-2),
	.reset(reset),  
	.input_FM(conv_input), 
	.output_pixel(conv_output),
	.conv_done(conv_done)
);
maxpooling max_unit(
	.clk(clk),   
	.clk_en(L1_enable), 
	.reset(reset),  
	.input_FM(max_input),
	.input_counter(kernal_counter-2),
	.max_output_pixel(max_output),
	.max_done(max_done)
);
endmodule
module convolution (
	input clk,     
	input clk_en,  
	input sel_kernal,
	input [3:0] counter,
	input reset,   
	input signed [20-1:0] input_FM, 
	output reg signed [20-1:0] output_pixel, 
	output reg conv_done
);
parameter K0_0 = 20'h0A89E ;
parameter K0_1 = 20'h092D5 ;
parameter K0_2 = 20'h06D43 ;
parameter K0_3 = 20'h01004 ;
parameter K0_4 = 20'hF8F71 ;
parameter K0_5 = 20'hF6E54 ;
parameter K0_6 = 20'hFA6D7 ;
parameter K0_7 = 20'hFC834 ;
parameter K0_8 = 20'hFAC19 ;
parameter Bias_0 = 20'h01310;
parameter K1_0 = 20'hFDB55 ;
parameter K1_1 = 20'h02992 ;
parameter K1_2 = 20'hFC994 ;
parameter K1_3 = 20'h050FD ;
parameter K1_4 = 20'h02F20 ;
parameter K1_5 = 20'h0202D ;
parameter K1_6 = 20'h03BD7 ;
parameter K1_7 = 20'hFD369 ;
parameter K1_8 = 20'h05E68 ;
parameter Bias_1 = 20'hF7295;
wire clock;
assign clock = clk & clk_en;
reg signed [20-1:0] kernal_temp;
wire signed [20-1:0] bias_temp;
assign bias_temp = (sel_kernal)? Bias_1: Bias_0;
always @(counter) begin 
	if(sel_kernal==1'b0)begin
		case(counter)	
			4'd0: kernal_temp = K0_0;
			4'd1: kernal_temp = K0_1;
			4'd2: kernal_temp = K0_2;
			4'd3: kernal_temp = K0_3;
			4'd4: kernal_temp = K0_4;
			4'd5: kernal_temp = K0_5;
			4'd6: kernal_temp = K0_6;
			4'd7: kernal_temp = K0_7;
			4'd8: kernal_temp = K0_8;
			default: kernal_temp = 20'b0;
		endcase
	end
	else begin
		case(counter)	
			4'd0: kernal_temp = K1_0;
			4'd1: kernal_temp = K1_1;
			4'd2: kernal_temp = K1_2;
			4'd3: kernal_temp = K1_3;
			4'd4: kernal_temp = K1_4;
			4'd5: kernal_temp = K1_5;
			4'd6: kernal_temp = K1_6;
			4'd7: kernal_temp = K1_7;
			4'd8: kernal_temp = K1_8;
			default: kernal_temp = 20'b0;
		endcase
	end
end
reg signed [44-1:0] mul_temp;
wire signed [44-1:0] mul;
assign mul = input_FM*kernal_temp;
always @(posedge clock or posedge reset) begin
	if(reset) begin
		mul_temp <= 44'b0;
	end else begin
		mul_temp <= input_FM? mul : 44'b0;
	end
end
reg signed [44-1:0] output_temp;
always @(posedge clock or posedge reset) begin
	if(reset) begin
		output_temp <= 44'b0;
	end else begin
		if(counter == 11)
			output_temp <= 44'b0;
		else if (counter == 10)begin
			output_temp <= output_temp + {bias_temp,16'b0};
		end
		else
			output_temp <= output_temp + mul_temp;
	end
end
reg [20:0] round_temp;
always@(posedge clock or posedge reset) begin
	if(reset) begin
		round_temp <= 20'b0;
		conv_done <= 1'b0;
	end
	else begin
		if(counter == 11) begin
			round_temp <= output_temp[35:15] + 21'b1;
			conv_done <= 1'b1;
		end
		else begin
			round_temp <= 20'b0;
			conv_done <= 1'b0;
		end
	end
end
wire test_round;
assign test_round = round_temp[20];
always@(posedge clk or posedge reset) begin
	if(reset) begin
		output_pixel <= 20'b0;
	end
	else begin
		output_pixel <= (round_temp[20])? 20'b0 : round_temp[20:1] ;
	end
end
endmodule
module maxpooling (
	input clk,     
	input clk_en,  
	input reset,   
	input signed [20-1:0] input_FM,
	input [3:0] input_counter,
	output reg signed [20-1:0] max_output_pixel,
	output reg max_done
);
reg signed [20-1:0] input_buffer;
always @(posedge clk or posedge reset) begin 
	if(reset) begin
		max_done <= 1'b0;
		max_output_pixel = 20'b0;
	end else if(clk_en) begin
		if(input_counter == 4)begin
			max_done <= 1'b1;
			max_output_pixel = input_buffer;
		end
		else begin
			max_done <= 1'b0;
		end
	end
end
always @(posedge clk or posedge reset) begin 
	if(reset) begin
		input_buffer <= 20'b0;
	end else if(clk_en) begin
		if(input_counter == 4)
			input_buffer <= 20'b0;
		else if(input_counter < 4)begin
			if(input_FM>input_buffer)
				input_buffer <= input_FM;
		end
	end
end
endmodule
### run.sh
#!/bin/bash
# OpenROAD 26Q1-2900-gdf79404cd8, Yosys 0.63+post, stock flow scripts
make -C /OpenROAD-flow-scripts/flow DESIGN_CONFIG=/design/flow/config.mk WORK_HOME=/design/flow/orfs finish
==> summary.txt <==
run metrics: top cells by area, synth fa_1 27%, dfrtp_1 22%, ha_1 8.9%, DR WL/cell roughly 18 um, HP Class flop to clock gate, CP endpoint kind flop, Initial DRT Pass Iterations 5, site row count roughly 86, Setup violations, final 0, final hold violations 0, Synth cell types roughly 82, achievable clock frequency 0.0928 GHz, worst clock skew around 80 ps, critical path's slowest cell mux4_2, I/O Pins between 100 and 150, Crit Path Category flop to flop, top cells by count 567 x inv_1, 381 x fa_1, 308 x nand2_1, 241 x dfrtp_1, 199 x ha_1, share of post-route cells with drive strength above 1 5.32%, clk slew on worst S/H paths about 70 ps, drt drc 0, area of the core 55100 um2, largest net degree at the start of global routing around 98, DR vias/cell 5.37, antenna violations before repair 0, setup TNS 0 ps, Post-Layout Cell Count 3908, area share of the largest cell type after synthesis a little over a quarter, status completed, post-route cell area slightly above 30000 um2, Cells after Synth 3067, post-synth area from yosys stat ~28000 um2, ys flops ~240, Mean Syn Cell Area 9.08 um2, maxcap violations 0, chip width 238 um, area post-placement roughly 30000 um2, worst hold start CURRENT[2], Worst-Margin Slew just over 900 ps, Slew Limit Fails 0, placer congestion estimate about 0.92, Slew HR 38.8%, top-count cell post-synth inv_1, largest fanout on the critical path 26, via count of the routed design roughly 21000, hold_ws 34.1 ps, Worst setup startpoint CURRENT[0], Worst EP arrival 11410 ps, main flop type dfrtp_1, Post-CTS Setup Bufs 0, cycle use final 66.9%, placed insts around 3800, CP required ~17000 ps, port buffer count about 100, Routed Antenna Nets 0, total gr overflow 0, first-pass GRT wire length roughly 120000 um, critical path's largest stage delay approximately 600 ps, cell type with the largest total area fa_1, OpenROAD warning count 47, YS warnings 5, RSZ-0062 raised after global routing no, DP HPWL approximately 54000 um, Die Y 238 um, clock insertion delay at the later pin of the skew report 750 ps, yosys cell count slightly above 3000, DR iter-0 viols around 1100, GRT Total Usage ~28%, asr flop ratio synth roughly 100%, starting density of the core between 50% and 60%, Worst R2R Start CURRENT[0], die area 56700 um2, Synth Seq Share a little over a fifth, CP startpoint kind flop, Area Overhead vs Synth 11.1%, CTS tree built, Tmin final 10770 ps, Routed WL ~70000 um, Post-Syn Area about 28000 um2, EDFF count, synth 0, vias in the first global route 21300
[repair_timing]
| action | 4_1_cts | 5_1_grt |
|---|---|---|
| endpoints found under the hold margin | 2 | 0 |
| gates resized | 0 | 0 |
| endpoints found under the setup margin | 0 | 0 |
| hold buffers | 30 | 0 |
[cells in the final DEF (no fill, tap or decap), drive strengths merged, types with 30 or more instances in the layout]
master	instances
inv	579
nor2b	69
and2	177
a21oi	113
xnor2	74
fa	381
clkdlybuf4s50	104
dfrtp	241
ha	199
a21o	39
clkbuf	34
xor2	56
buf	51
nand3	50
o21ai	164
dlygate4sd3	30
nand2	308
nor2	152
[kinds of logic (layout without fill, tap and decap cells)]
kind of cell / Yosys count / in the layout / share of synthesized area (%)
flip-flops: 241 / 241 / 21.6
XOR/XNOR: 130 / 130 / 4.14
multiplexers: 49 / 49 / 1.94
AND/OR/NAND/NOR: 872 / 872 / 15.4
other: 0 / 1 / 0
buffers and inverters: 718 / 810 / 9.77
AND-OR/OR-AND: 477 / 477 / 10.8
adder cells (fa/ha/maj): 580 / 580 / 36.3
[per-stage QoR]
stage | setup WS, ps | util [%]
2_1_floorplan | 6260 | -
3_3_place_gp | 6950 | 53.8
3_5_place_dp | 6720 | 53.8
4_1_cts | 5310 | 56.2
5_1_grt | 4800 | 56.2
6_report | 5330 | 56.2
[path summary, 6_finish.rpt]
| path | endpoint | slack (ps) | depth (start not counted) |
|---|---|---|---|
| worst max-delay path | conv_unit.mul_temp[35] | 5330 | 37 |
| worst min-delay path | clock gate | 30 | 13 |
| worst max register to register | conv_unit.mul_temp[35] | 5330 | 37 |
| worst min register to register | sys_done | 470 | 2 |
| max in group gated | clock gate | 6160 | 17 |
| max in group asynchronous | iaddr[5] | 11860 | 3 |
| min in group clk0 | sys_done | 470 | 2 |
| min in group asynchronous | conv_unit.conv_done | 3000 | 2 |
[state kept, by name (all words and copies together) (netlist names)]
name,flops
conv_unit.mul_temp,36
conv_unit.output_temp,36
conv_input,20
conv_unit.round_temp,20
max_input,20
max_unit.input_buffer,20
max_unit.max_output_pixel,20
conv_unit.output_pixel,19
caddr_rd,12
iaddr,12
indX,6
indY,6
CURRENT,4
kernal_counter,4
busy,1
conv_unit.conv_done,1
max_unit.max_done,1
sel_kernal,1
sys_done,1
zero,1
[final cells by class]
| cell class | instances | area, um2 |
|---|---|---|
| fillers | 4787 | 24100 |
| multi-input cells | 2108 | 19100 |
| flip-flops and latches | 241 | 6030 |
| inverters | 573 | 2160 |
| repair buffers | 185 | 1720 |
| well taps | 748 | 936 |
| clock buffers | 34 | 766 |
| clock inverters | 18 | 221 |
| diodes | 1 | 2.50 |
[metal layers]
metal	GRT usage (%)	vias up	share of wire [%]
li1	-	9749	-
met1	39.4	10500	40
met2	44.2	591	50
met3	6.59	131	6.0
met4	8.68	0	4.0
met5	0	-	0
[critical path, delay by kind of cell (launching register included)]
family / cells / cell delay (ps)
AND/OR/NAND/NOR: 5 / 710
AND-OR/OR-AND: 7 / 1600
adder cells (fa/ha/maj): 9 / 4120
XOR/XNOR: 1 / 160
multiplexers: 1 / 600
flip-flops: 1 / 440
buffers and inverters: 14 / 3070
